==> config.mk <==
export PLATFORM = sky130hd
export DESIGN_NAME = fsm
export DESIGN_NICKNAME = fsm
export VERILOG_FILES = /design/flow/design.v
export SDC_FILE = /design/flow/constraint.sdc
export NUM_CORES = 4
export LEC_CHECK = 1
export CORE_UTILIZATION = 40
==> constraint.sdc <==
current_design fsm

set clk_period 3.8
set clk_io_pct 0.2

create_clock -name clk0 -period $clk_period [get_ports {sys_clk}]

set non_clock_inputs [all_inputs -no_clocks]
set_input_delay [expr $clk_period * $clk_io_pct] -clock clk0 $non_clock_inputs
set_output_delay [expr $clk_period * $clk_io_pct] -clock clk0 [all_outputs]
==> design.v <==
module fsm(
input wire sys_clk,
input wire sys_rst_n,
input wire out_flag,
output reg start,
output wire [7:0]spi_width,
output wire [1:0]spi_cmd,
output reg [7:0]index
);
reg [7:0]state; 
parameter IDIE = 8'd0,
				s0 = 8'd1,
				s1 = 8'd2,
				cnt_1s_max = 23'd999_999; 
reg [22:0]cnt_1s;
assign spi_width = 7'd8;
assign spi_cmd = 2'd0;
always @(posedge sys_clk or negedge sys_rst_n)
			if(sys_rst_n == 1'b0)
				cnt_1s <= 23'd0;
			else if(cnt_1s == cnt_1s_max)
				cnt_1s <= 23'd0;
			else if(state == IDIE)
				cnt_1s <= cnt_1s + 23'd1;
			else	
				cnt_1s <= 23'd0;
always @(posedge sys_clk or negedge sys_rst_n)
			if(sys_rst_n == 1'b0)
				state <= IDIE;
			else 
				case(state)
					IDIE :
						if(cnt_1s == cnt_1s_max)
							state <= s0;
						else
							state <= state;
					s0 :
						if(index < 8'd1 && out_flag == 1'b1)
							state <= s1;
						else if(index == 8'd1 && out_flag == 1'b1)
							state <= IDIE;
						else	
							state <= state;
					s1 :
						if(index <= 8'd1)
							state <= s0;
						else
							state <= state;
					default : state <= state;
				endcase
always @(posedge sys_clk or negedge sys_rst_n)
			if(sys_rst_n == 1'b0)
				index <= 8'd0;
			else if(index == 8'd1 && out_flag == 1'b1)
				index <= 8'd0;
			else if(out_flag == 1'b1)
				index <= index + 8'd1;
			else
				index <= index;
always @(posedge sys_clk or negedge sys_rst_n)
			if(sys_rst_n == 1'b0)
				start <= 1'b0;
			else if(cnt_1s == cnt_1s_max || (state == s1 && index <= 8'd1))
				start <= 1'b1;
			else
				start <= 1'b0;
endmodule
==> run.sh <==
#!/bin/bash
# OpenROAD 26Q1-2900-gdf79404cd8, Yosys 0.63+post, stock flow scripts
make -C /OpenROAD-flow-scripts/flow DESIGN_CONFIG=/design/flow/config.mk WORK_HOME=/design/flow/orfs finish
==> run summary <==
worst ir drop on vdd: 0.366 mV
Synth Cell Area: 1900 um2
Resized Gates After CTS: 0
max-cap viol count: 0
Num CTS Buffers: 5
core area: 4470 um2
gr usage total: 15.5%
layout cells sized above 1: 7.35%
First DRT Iteration DRCs: 82
initial antenna violation count: 0
flip-flops with a built-in enable: 0
CTS tree: yes
yosys cell count: 190
area delta synth->final: 10.3%
Synth Area per Inst: 10.0 um2
H-tree depth: 2
Slew Limit Fails: 0
Worst Path Arrival: 2.30 ns
yosys stat area: 1900 um2
gpl congestion: 0.825
via count: 1,405
clk buf depth: 2
Yosys Warn Count: 1
Top Layout Cells: 34 x dfrtp_1, 16 x nand2_1, 15 x nor2_1
final instance area: 2100 um2
CP delay by family, top: simple AND/OR/NAND/NOR gates
worst relative slew slack: 62.7%
Worst-path clk slew: 0.07 ns
wire length per cell: 13.1 um
global-route wire length before repair: 6.16 mm
Max Clock Freq: 469 MHz
setup bufs post-CTS: 0
die area: 5030 um2
clock root cell: clkbuf_8
final WL: 3.35 mm
Final Hold Fails: 0
skew final: 0.00333 ns
register area share after synthesis: 46.1%
largest net degree at the start of global routing: 36
worst slew pin tran: 0.557 ns
Latency at later pin: 0.28 ns
Buffers on Ports: 11
Ant. Diodes: 0
Main synth FF type: dfrtp_1
R2R Setup Slk: 1.67 ns
iteration count of the initial detailed-routing pass: 4
Pwr Density: 435 nW/um2
kind of critical path: flip-flop to flip-flop
Crit Path Max Fanout: 14
required time of the worst setup path: 3.97 ns
Buf/Inv on CP: 1
Post-synth regs: 35
fin util: 46.9%
setup violators final: 0
CP Capture Type: flip-flop
Routed Antenna Nets: 0
Slowest Stage Delay on Critical Path: 0.61 ns
Top cell excl fill/tap: dfrtp_1
hold_buf cts: 0
hpwl dp: 2.39 mm
period utilisation layout: 56.2%
Synth cell types: 36
CP cell instances: and4_1 -> nand3_4 -> o41ai_4 -> buf_4 -> nor2_1
tool warnings: 27
total negative slack: 0 ns
CP max stage cell: o41ai_4
via/cell ratio: 5.49
grt ovf: 0
vias in the first global route: 1,317
Starting Density: 42.5%
FFs w/ async S/R, synth: 100%
FP Rows: 24
crit start category: flip-flop
shortest period the worst path allows: 2.13 ns
status: complete, no violations
post-route total power: 0.912 mW
Die Height: 70.9 um
RSZ-0062 raised after global routing: false
clock sink count: 35
DRC viols: 0
I/O Pins: 22
Worst Hold Class: flip-flop to flip-flop
Filler cells: 403
placed cell area: 2000 um2
synthesized instance count: 190
Die X: 70.9 um
Leak: 0.944 nW
## cell type report
| cell class | instances | area, um2 | share of cell area (%) |
|---|---|---|---|
| Inverter | 5 | 18.8 | 0.895 |
| Tap cell | 52 | 65.1 | 3.10 |
| Timing Repair Buffer | 13 | 125 | 5.97 |
| Clock buffer | 8 | 100 | 4.77 |
| Multi-Input combinational cell | 143 | 911 | 43.4 |
| Sequential cell | 35 | 877 | 41.8 |
## registers in the layout, summed over array words and instances (netlist names)
name	flops
cnt_1s	23
start	1
state	3
index	8
## path summary, 6_finish.rpt
| path | start | endpoint | cells after the start |
|---|---|---|---|
| max | cnt_1s[2]$_DFF_PN0_ | cnt_1s[11]$_DFF_PN0_ | 5 |
| min | state[1]$_DFF_PN0_ | state[1]$_DFF_PN0_ | 1 |
| max reg2reg | cnt_1s[2]$_DFF_PN0_ | cnt_1s[11]$_DFF_PN0_ | 5 |
| min reg2reg | state[1]$_DFF_PN0_ | state[1]$_DFF_PN0_ | 1 |
| max in group asynchronous | sys_rst_n | state[0]$_DFF_PN1_ | 2 |
| min in group asynchronous | sys_rst_n | cnt_1s[21]$_DFF_PN0_ | 2 |
## Yosys cell counts (2+ instances only)
cell / number / area, um2
nand3_1: 5 / 25.0
nor3_1: 2 / 10.0
nand2_1: 16 / 60.1
or4_1: 5 / 37.5
xnor2_1: 7 / 61.3
buf_4: 10 / 75.1
inv_1: 5 / 18.8
dfrtp_1: 34 / 851
o21ai_0: 8 / 40.0
o211ai_1: 2 / 15.0
nand4_1: 13 / 81.3
a21oi_1: 11 / 55.1
nor2_1: 15 / 56.3
xor2_1: 8 / 70.1
conb_1: 2 / 7.51
o31ai_1: 4 / 30.0
nor4_1: 3 / 18.8
nand3_4: 2 / 35.0
buf_6: 4 / 45.0
ha_1: 4 / 50.1
and3_1: 6 / 37.5
or3_1: 7 / 43.8
and4_1: 4 / 35.0
## cells by family after synthesis
kind of cell	share of synthesized area, %
AND/OR/NAND/NOR	25.9
XOR/XNOR	6.91
AND-OR/OR-AND	10.5
flip-flops	46.1
other	0.395
buffers and inverters	7.50
adder cells (fa/ha/maj)	2.63
## metal layers
layer	global-route usage (%)	routed length [um]	share of wire (%)	up-vias
met4	1.78	48	1.4	0
met5	0	0	0	-
met2	21.9	1450	43	26
li1	-	-	-	700
met1	26.5	1690	51	673
met3	3.18	148	4.4	6
## report_power, final
part           internal (mW)  switching [mW]  total (mW)
sequential             0.410          0.0445       0.454
clock                  0.165           0.125       0.290
combinational         0.0992          0.0688       0.168
## metrics by stage
step	setup WS, ns	hold WS, ns	cells
floorplan	2.11	0.443	198
global placement	1.71	0.487	248
detailed placement	1.65	0.500	248
CTS	1.64	0.512	256
global route	1.42	0.536	256
finish	1.67	0.511	256
No activity file was given, so power comes from the tool's default toggle rates.
