<file path="flow/run.sh">
#!/bin/bash
# OpenROAD 26Q1-2900-gdf79404cd8, Yosys 0.63+post, stock flow scripts
make -C /OpenROAD-flow-scripts/flow DESIGN_CONFIG=/design/flow/config.mk WORK_HOME=/design/flow/orfs finish
</file>
<file path="flow/config.mk">
export PLATFORM = sky130hd
export DESIGN_NAME = SPI_MO
export DESIGN_NICKNAME = SPI_MO
export VERILOG_FILES = /design/flow/design.v
export SDC_FILE = /design/flow/constraint.sdc
export NUM_CORES = 4
export LEC_CHECK = 1
export CORE_AREA = 10 10 86 86
export DIE_AREA = 0 0 96 96
</file>
<file path="flow/constraint.sdc">
current_design SPI_MO

set clk_period 1.9
set clk_io_pct 0.2

create_clock -name clk0 -period $clk_period [get_ports {sys_clk}]

set non_clock_inputs [all_inputs -no_clocks]
set_input_delay [expr $clk_period * $clk_io_pct] -clock clk0 $non_clock_inputs
set_output_delay [expr $clk_period * $clk_io_pct] -clock clk0 [all_outputs]
</file>
<file path="flow/design.v">
module SPI_MO(
input wire sys_clk,
input wire sys_rst_n,
input wire [7:0]spi_width,
input wire [1:0]spi_cmd,
input wire start,
input wire [7:0]data,
output wire SPI_clk,
output reg CS,
output reg MOSI,
output reg out_flag
);
wire sys_clk_fan;
assign sys_clk_fan = ~sys_clk;
reg [7:0]cnt_8;
reg en;
reg [7:0]state;
parameter IDIE = 8'd0,
				s1 = 8'd1,
				s2 = 8'd2,
				s3 = 8'd3,
				s4 = 8'd4,
				s5 = 8'd5;
always @(posedge sys_clk or negedge sys_rst_n)
				if(sys_rst_n == 1'b0)
					state <= IDIE;
				else 
					case(state)
					IDIE :
						if(start == 1'b1)	
							state <= s1;
						else
							state <= state;
					s1 :
						state <= s2;
					s2 :
						if(cnt_8 == spi_width)
							state <= s3;
						else
							state <= state;
					s3 :
						state <= s4;
					s4 :
						state <= s5;
					s5 :
						state <= IDIE;
					default : state <= IDIE;
					endcase
always @(posedge sys_clk or negedge sys_rst_n)
				if(sys_rst_n == 1'b0)				
					cnt_8 <= 8'd0;
				else if(cnt_8 == spi_width )
					cnt_8 <= 8'd0;
				else if(state == s2)
					cnt_8 <= cnt_8 + 8'd1;
				else
					cnt_8 <= 8'd0;
always @(posedge sys_clk or negedge sys_rst_n)
				if(sys_rst_n == 1'b0)
					en <= 1'b0;
				else if((cnt_8 >= 8'd0 && cnt_8 <= spi_width) && state == s2)
					en <= 1'b1;
				else
					en <= 1'b0;
assign SPI_clk = (cnt_8 >= 8'd1 && cnt_8 <= 8'd8)?(sys_clk_fan):(1'b0);
always @(posedge sys_clk or negedge sys_rst_n)
				if(sys_rst_n == 1'b0)
					CS <= 1'b1;
				else if(state == s1)
					CS <= 1'b0;
				else if(state == s4)
					CS <= 1'b1;
				else
					CS <= CS;
always @(posedge sys_clk or negedge sys_rst_n)
				if(sys_rst_n == 1'b0)
					MOSI <= 1'b0;
				else if(CS == 1'b0)
					case(cnt_8)
						8'd0 : MOSI <= data[7];
						8'd1 : MOSI <= data[6];
						8'd2 : MOSI <= data[5];
						8'd3 : MOSI <= data[4];
						8'd4 : MOSI <= data[3];
						8'd5 : MOSI <= data[2];
						8'd6 : MOSI <= data[1];
						8'd7 : MOSI <= data[0];
						default : MOSI <= 1'b0;
					endcase
always @(posedge sys_clk or negedge sys_rst_n)
				if(sys_rst_n == 1'b0)
					out_flag <= 1'b0;
				else if(state == s5)
					out_flag <= 1'b1;
				else
					out_flag <= 1'b0;
endmodule
</file>
==> run summary <==
Implementation results are summarized by area below.

Run status
The run finished, with violations left. The final reports fail on setup timing.

Place
The placed wire-length estimate after detailed placement is around 1700 um. The number of placed cells counting well taps is between 150 and 200. The placer congestion estimate is 0.821. Per the detailed placement report, the placed cell area equals 1290 um2. The placement report lists the number of port buffers as 22.

Synth
The synthesis warning total is 1. Synthesis produced a netlist whose cell count is approximately 82. In the Yosys stats the netlist draws on 24 distinct library cells. The synthesized netlist devotes 5.62% of its cell area to adder and majority cells. Of the total synthesized cell area, the portion taken by AND-OR and OR-AND cells is roughly a tenth. For reference, the post-synthesis area per instance comes to 10.9 um2.

The mapped cell area is 891 um2. The share of the Yosys chip area taken by registers is around half. For this design, Yosys synthesis ends with a cell count of 82. For reference, the mux area share after synthesis is 0%. The flip-flop and latch count after synthesis is 17. The post-synthesis simple-gate area fraction is 18.7%. The summed standard-cell area reported by yosys is ~890 um2. The xor/xnor share of the synthesized area is 14.6%. Among the non-sequential cells, simple AND/OR/NAND/NOR gates take the most area.

Final layout
The final cell area excluding filler cells is 1400 um2. In the layout the commonest cells are sky130_fd_sc_hd__clkdlybuf4s50_1, sky130_fd_sc_hd__dfrtp_1, sky130_fd_sc_hd__buf_4. The flow measured a signed area growth from synthesis to layout of 57.0%. In the final layout, the share of cells above drive strength 1 is a little over a quarter. The final layout report lists a filler cell count of 593. The count of cells in the finished layout, fillers not included, comes to just under 200.

The top cell type in the final layout, fill and taps aside, is sky130_fd_sc_hd__clkdlybuf4s50_1. For this run, the share of the core covered by cells in the final layout is 25.2%.

Pwr
The static leakage power is ~0.58 nW. The script computed a power per unit cell area of 628 nW/um2. The internal portion of the total power is 690 uW. The power share of the combinational group is 7.8%. The peak ir drop on the vdd network is 0.239 mV.

The net switching power in the latest report is around 190 uW. The clock network is responsible for 50.8% of the overall power. The switching fraction of total power is between 20% and 30%.

The fraction of power consumed by sequential logic is 41.4%.

Worst setup path
The largest fanout of any net on the critical path is 2. The required time of the critical path is 1.52 ns. The arrival time of data at the critical path endpoint is around 1.7 ns. STA classifies the critical path startpoint as a register. The worst setup path is captured at an output port. The critical path class is register to output port.

STA
The relative slew slack is 81.6%. The achievable frequency is 0.493 GHz. Setup repair after global routing could not meet its margin everywhere. The most critical hold endpoint after final layout shows a slack of 0.344 ns. The final total negative setup slack is -0.127 ns. The slew of the pin with the lowest slew margin is 0.273 ns. The period utilization is 107%.

Counting pins that exceed their max-slew limit in the final report gives 0. Across the routed clock network, the largest skew measured is approximately 0.0060 ns. From the final report, the count of setup violators was given as 1.

The smallest clock period supported by the final layout is computed as approximately 2.0 ns. The hold violation total from the final report is 0. Setup slack on the critical path of the routed design comes to -0.127 ns.

Route
For this run, design rule violations remaining after detail routing come to 0. The vias after detailed routing is 707. For this run, the detailed router reports a per-instance via density of 3.64. The final antenna diode tally reported by the flow is 0. The script logs the mean routed wire length per placed instance as about 12 um. The first-pass iteration count of the detailed router is 3. After the first detailed-routing iteration, the DRC count stood at 21. In this run the remaining antenna-violating nets after routing total 0. Wires add up to around 2300 um.

Clock network
The later pin in the worst-skew pair is clocked with a latency of 0.35 ns. TritonCTS built the clock tree. On the reported timing paths, the clock transition at the registers reads about 0.070 ns.

Buffers inserted to repair hold after CTS numbered 0.

Floorplanning
In this run the vertical extent of the chip is 96 um. Per the OpenROAD floorplan log, the width of the die is 96 um. Per the OpenROAD floorplan log, the area of the core is 5540 um2. The share of the core area taken by cells at floorplan is 16.1%. The floorplan has 27 rows. The I/O pin total is 25.

The die outline area is roughly 9200 um2.

GRT
Global routing used under 10% of the available tracks across all layers. The number of antenna violations at the first check in global routing is 0. The number of global-route vias before repair came to 797. Per the GRT congestion report, total overflow comes to 0.

The maximum number of pins on one net before global-route repair is 18. The first-pass GRT wire length is 3800 um.

Job
The report counts max-capacitance violations totalling 0. The number of OpenROAD warnings is 34.

Min path
STA reports the tightest min-delay check as being of type input port to async pin.
-- through the flow --
stage                     power (mW)  setup slack (ns)
after detailed placement       0.441            -0.152
after CTS                      0.890            -0.159
final                          0.878            -0.127
after global routing           0.922            -0.191
after global placement         0.440            -0.151
after floorplan                0.388             0.345
-- path summary, 6_finish.rpt --
| check | from | endpoint | slack [ns] | depth (start not counted) |
|---|---|---|---|---|
| setup / recovery | cnt_8[4]$_DFF_PN0_ | SPI_clk | -0.13 | 3 |
| hold / removal | sys_rst_n | state[5]$_DFF_PN0_ | 0.34 | 2 |
| setup reg to reg | cnt_8[0]$_DFF_PN0_ | MOSI$_DFFE_PN0N_ | 0.30 | 5 |
| hold reg to reg | state[5]$_DFF_PN0_ | state[1]$_DFF_PN0_ | 0.38 | 0 |
| max in group asynchronous | sys_rst_n | CS$_DFFE_PN1P_ | 1.30 | 2 |
| min in group clk0 | state[5]$_DFF_PN0_ | state[1]$_DFF_PN0_ | 0.38 | 0 |
-- layer usage --
| layer | wire [um] | GRT usage, % |
|---|---|---|
| met1 | 1060 | 6.75 |
| met5 | 0 | 0 |
| met4 | 24 | 1.11 |
| met2 | 966 | 7.46 |
| met3 | 224 | 3.14 |
-- flip-flops by register name (all words and copies together) (netlist names) --
| signal | cells |
|---|---|
| state | 6 |
| MOSI | 1 |
| CS | 1 |
| out_flag | 1 |
| cnt_8 | 8 |
-- cell usage after synthesis --
cell type	instances	area (um2)
sky130_fd_sc_hd__xor2_1	4	35.0
sky130_fd_sc_hd__nor2_1	11	41.3
sky130_fd_sc_hd__nand3_1	3	15.0
sky130_fd_sc_hd__nand2b_1	2	12.5
sky130_fd_sc_hd__inv_1	4	15.0
sky130_fd_sc_hd__nand2_1	6	22.5
sky130_fd_sc_hd__a32o_2	1	11.3
sky130_fd_sc_hd__nor3_1	1	5.00
sky130_fd_sc_hd__and3_2	1	7.51
sky130_fd_sc_hd__xnor2_2	1	16.3
sky130_fd_sc_hd__nand3b_1	1	7.51
sky130_fd_sc_hd__buf_2	2	10.0
sky130_fd_sc_hd__nor4_1	3	18.8
sky130_fd_sc_hd__nand4_1	1	6.26
sky130_fd_sc_hd__or4_4	1	11.3
sky130_fd_sc_hd__a22oi_1	4	30.0
sky130_fd_sc_hd__a21o_1	1	7.51
sky130_fd_sc_hd__dfrtp_1	15	375
sky130_fd_sc_hd__o41ai_4	1	27.5
sky130_fd_sc_hd__a2111oi_2	1	15.0
sky130_fd_sc_hd__dfstp_2	2	52.6
sky130_fd_sc_hd__ha_1	4	50.1
sky130_fd_sc_hd__xnor2_1	9	78.8
sky130_fd_sc_hd__and2_1	3	18.8
-- power by group through the flow --
stage	clock network, mW	registers, mW	logic (mW)
after CTS	0.456	0.364	0.0704
after global routing	0.483	0.364	0.0750
final	0.446	0.364	0.0682
-- cell families (layout without fill, tap and decap cells) --
kind of cell,Yosys count,in the layout
AND/OR/NAND/NOR,33,33
flip-flops,17,17
XOR/XNOR,14,14
AND-OR/OR-AND,8,8
buffers and inverters,6,46
adder cells (fa/ha/maj),4,4
-- area by class of cell --
| cell class | count | area, um2 | area share [%] |
|---|---|---|---|
| Clock inverter | 1 | 5.00 | 0.358 |
| Multi-Input combinational cell | 59 | 465 | 33.3 |
| Sequential cell | 17 | 428 | 30.6 |
| Timing Repair Buffer | 34 | 308 | 22.0 |
| Clock buffer | 7 | 87.6 | 6.26 |
| Tap cell | 72 | 90.1 | 6.44 |
| Inverter | 4 | 15.0 | 1.07 |
-- timing repair --
action | in CTS | in global routing
setup endpoints to repair | 1 | 1
pin swaps | 1 | 0
buffers inserted | 0 | 0
resized | 6 | 1
-- worst max-delay path: stages, from the launching register on --
cell                        delay (ns)
sky130_fd_sc_hd__dfrtp_1          0.38
sky130_fd_sc_hd__or4_4            0.56
sky130_fd_sc_hd__a2111oi_4        0.21
sky130_fd_sc_hd__buf_2            0.15
Power figures rest on the tool's default switching activity, not on a simulated workload.
